$ cat flow/config.mk
export PLATFORM = sky130hd
export DESIGN_NAME = top
export DESIGN_NICKNAME = top
export VERILOG_FILES = /design/flow/design.v
export SDC_FILE = /design/flow/constraint.sdc
export NUM_CORES = 4
export LEC_CHECK = 1
export CORE_UTILIZATION = 50
$ cat flow/constraint.sdc
current_design top

set clk_period 21.7
set clk_io_pct 0.2

create_clock -name clk0 -period $clk_period [get_ports {clk}]

set non_clock_inputs [all_inputs -no_clocks]
set_input_delay [expr $clk_period * $clk_io_pct] -clock clk0 $non_clock_inputs
set_output_delay [expr $clk_period * $clk_io_pct] -clock clk0 [all_outputs]
$ cat flow/design.v
module fp_add_10 #(
	parameter Q = 4,
	parameter N = 20
	)
	(
    input [N-1:0] a,
    input [N-1:0] b,
    output [N-1:0] c
    );
reg [N-1:0] res;
assign c = res;
always @(a,b) begin
	if(a[N-1] == b[N-1]) begin						
		res[N-2:0] = a[N-2:0] + b[N-2:0];	
		res[N-1] = a[N-1];						
		end												
	else if(a[N-1] == 0 && b[N-1] == 1) begin		
		if( a[N-2:0] > b[N-2:0] ) begin					
			res[N-2:0] = a[N-2:0] - b[N-2:0];			
			res[N-1] = 0;									
			end
		else begin											
			res[N-2:0] = b[N-2:0] - a[N-2:0];			
			if (res[N-2:0] == 0)
				res[N-1] = 0;										
			else
				res[N-1] = 1;									
			end
		end
	else begin											
		if( a[N-2:0] > b[N-2:0] ) begin				
			res[N-2:0] = a[N-2:0] - b[N-2:0];
			if (res[N-2:0] == 0)
				res[N-1] = 0;	
			else
				res[N-1] = 1;
			end
		else begin
			res[N-2:0] = b[N-2:0] - a[N-2:0];
			res[N-1] = 0;
			end
		end
	end
endmodule
module fp_add_16 #(
	parameter Q = 10,
	parameter N = 32
	)
	(
    input [N-1:0] a,
    input [N-1:0] b,
    output [N-1:0] c
    );
reg [N-1:0] res;
assign c = res;
always @(a,b) begin
	if(a[N-1] == b[N-1]) begin						
		res[N-2:0] = a[N-2:0] + b[N-2:0];	
		res[N-1] = a[N-1];						
		end												
	else if(a[N-1] == 0 && b[N-1] == 1) begin		
		if( a[N-2:0] > b[N-2:0] ) begin					
			res[N-2:0] = a[N-2:0] - b[N-2:0];			
			res[N-1] = 0;									
			end
		else begin											
			res[N-2:0] = b[N-2:0] - a[N-2:0];			
			if (res[N-2:0] == 0)
				res[N-1] = 0;										
			else
				res[N-1] = 1;									
			end
		end
	else begin											
		if( a[N-2:0] > b[N-2:0] ) begin				
			res[N-2:0] = a[N-2:0] - b[N-2:0];
			if (res[N-2:0] == 0)
				res[N-1] = 0;	
			else
				res[N-1] = 1;
			end
		else begin
			res[N-2:0] = b[N-2:0] - a[N-2:0];
			res[N-1] = 0;
			end
		end
	end
endmodule
`timescale 1ns / 1ps
module fp_mul_10 #(parameter Q = 4,parameter N = 10)
	(
	 input [N-1:0]	a,
	 input [N-1:0]	b,
	 output [2*N-1:0] result
	 );
    reg [2*N-1:0] temp;   
    assign result = temp;   
    always @(a, b) begin
        temp <= a[N-2:0] * b[N-2:0];  
    end
endmodule
`timescale 1ns / 1ps
module fp_mul_16 #(parameter Q = 10,parameter N = 16)
	(
	 input [N-1:0]	a,
	 input [N-1:0]	b,
	 output [2*N-1:0] result
	 );
    reg [2*N-1:0] temp;   
    assign result = temp;   
    always @(a, b) begin
        temp <= a[N-2:0] * b[N-2:0];  
    end
endmodule
`timescale 1ns / 1ns
module pe_10 #(parameter bit_width=10, acc_width=20)(
    clk,
    control,
    acc_in,     
    acc_out,    
    data_in,    
    wt_path_in,       
    data_out,
    wt_path_out 
 );
   input clk;
   input control;  
   input [acc_width-1:0] acc_in;  
   input [bit_width-1:0] data_in;   
   input [bit_width-1:0] wt_path_in;    
   output reg [acc_width-1:0] acc_out;   
   output reg [bit_width-1:0] data_out;     
   output reg [bit_width-1:0] wt_path_out;       
   reg [bit_width-1:0] mac_weight;
   wire [acc_width-1:0] mult;
   wire [acc_width-1:0] accum_out;
   fp_mul_10 inst_mul (.a(data_in), .b(mac_weight), .result(mult));
   fp_add_10 inst_add (.a(acc_in), .b(mult), .c(accum_out));
   always@(posedge clk) begin
      if (control) begin
         data_out    <= 'h0;
         acc_out     <= 'h0;
         mac_weight  <= wt_path_in;
         wt_path_out <= wt_path_in;
      end else begin
         data_out    <= data_in;
         acc_out     <= accum_out;
      end
   end
endmodule
`timescale 1ns / 1ns
module pe_16 #(parameter bit_width=16, acc_width=32)(
    clk,
    control,
    acc_in,     
    acc_out,    
    data_in,    
    wt_path_in,       
    data_out,
    wt_path_out 
 );
   input clk;
   input control;  
   input [acc_width-1:0] acc_in;  
   input [bit_width-1:0] data_in;   
   input [bit_width-1:0] wt_path_in;    
   output reg [acc_width-1:0] acc_out;   
   output reg [bit_width-1:0] data_out;     
   output reg [bit_width-1:0] wt_path_out;       
   reg [bit_width-1:0] mac_weight;
   wire [acc_width-1:0] mult;
   wire [acc_width-1:0] accum_out;
   fp_mul_16 inst_mul (.a(data_in), .b(mac_weight), .result(mult));
   fp_add_16 inst_add (.a(acc_in), .b(mult), .c(accum_out));
   always@(posedge clk) begin
      if (control) begin
         data_out    <= 'h0;
         acc_out     <= 'h0;
         mac_weight  <= wt_path_in;
         wt_path_out <= wt_path_in;
      end else begin
         data_out    <= data_in;
         acc_out     <= accum_out;
      end
   end
endmodule
`timescale 1ns / 1ps
`timescale 1ns / 1ns
module top#(parameter depth=4, bit_width=16, acc_width=32, size=4)
(
   clk,
   control,
   data_arr,
   wt_arr,
   acc_out
);
   input clk;
   input control; 
   input [(bit_width*depth)-1:0] data_arr;
   input [63:0] wt_arr;
   output reg [acc_width*size-1:0] acc_out;
   wire [(bit_width*depth)-1:0] mac_wt_in0, mac_wt_in1, mac_wt_in2, mac_wt_in3;
   wire [(bit_width*depth)-1:0] mac_wt_out0, mac_wt_out1, mac_wt_out2, mac_wt_out3;
   wire [(bit_width*depth)-1:0] mac_data_in0, mac_data_in1, mac_data_in2, mac_data_in3;
   wire [(bit_width*depth)-1:0] mac_data_out0, mac_data_out1, mac_data_out2, mac_data_out3;
   wire [acc_width*size-1:0] mac_acc_in0, mac_acc_in1, mac_acc_in_2, mac_acc_in3;
   wire [acc_width*size-1:0] mac_acc_out0, mac_acc_out1, mac_acc_out2, mac_acc_out3;
   assign mac_data_in0 = control ? 'h0 : data_arr;  
   assign mac_data_in1 = mac_data_out0;
   assign mac_data_in2 = mac_data_out1;
   assign mac_data_in3 = mac_data_out2;
   assign mac_wt_in0 = control ? wt_arr : 'h0;
   assign mac_wt_in1 = control ? mac_wt_out0 : 'h0;
   assign mac_wt_in2 = control ? mac_wt_out1 : 'h0;
   assign mac_wt_in3 = control ? mac_wt_out2 : 'h0;
   pe_16 u_MAC11 (
      .clk         (clk),
      .control     (control),
      .data_in     (mac_data_in0[15:0]),
      .wt_path_in  (mac_wt_in0[15:0]),
      .acc_in      ('h0),
      .data_out    (mac_data_out0[15:0]),
      .wt_path_out (mac_wt_out0[15:0]),
      .acc_out     (mac_acc_out0[acc_width-1:0])
   );
   pe_16 u_MAC12 (
      .clk         (clk),
      .control     (control),
      .data_in     (mac_data_in0[31:16]),
      .wt_path_in  (mac_wt_in1[15:0]),
      .acc_in      (mac_acc_out0[acc_width-1:0]),
      .data_out    (mac_data_out0[31:16]),
      .wt_path_out (mac_wt_out1[15:0]),
      .acc_out     (mac_acc_out1[acc_width-1:0])
   );
   pe_16 u_MAC13 (
      .clk         (clk),
      .control     (control),
      .data_in     (mac_data_in0[47:32]),
      .wt_path_in  (mac_wt_in2[15:0]),
      .acc_in      (mac_acc_out1[acc_width-1:0]),
      .data_out    (mac_data_out0[47:32]),
      .wt_path_out (mac_wt_out2[15:0]),
      .acc_out     (mac_acc_out2[acc_width-1:0])
   );
   pe_16 u_MAC14 (
      .clk         (clk),
      .control     (control),
      .data_in     (mac_data_in0[63:48]),
      .wt_path_in  (mac_wt_in3[15:0]),
      .acc_in      (mac_acc_out2[acc_width-1:0]),
      .data_out    (mac_data_out0[63:48]),
      .wt_path_out (mac_wt_out3[15:0]),
      .acc_out     (mac_acc_out3[acc_width-1:0])
   );
   pe_10 u_MAC21 (
      .clk         (clk),
      .control     (control),
      .data_in     (mac_data_out0[15:6]),
      .wt_path_in  (mac_wt_in0[31:22]),
      .acc_in      ('h0),
      .data_out    (mac_data_out1[15:6]),
      .wt_path_out (mac_wt_out0[31:22]),
      .acc_out     (mac_acc_out0[2*acc_width-1:44])
   );
   pe_10 u_MAC22 (
      .clk         (clk),
      .control     (control),
      .data_in     (mac_data_out0[31:22]),
      .wt_path_in  (mac_wt_in1[31:22]),
      .acc_in      (mac_acc_out0[2*acc_width-1:44]),
      .data_out    (mac_data_out1[31:22]),
      .wt_path_out (mac_wt_out1[31:22]),
      .acc_out     (mac_acc_out1[2*acc_width-1:44])
   );
   pe_16 u_MAC23 (
      .clk         (clk),
      .control     (control),
      .data_in     (mac_data_out0[47:32]),
      .wt_path_in  ({mac_wt_out1[31:22],{6'b0}}),  
      .acc_in      ({{12'b0}, mac_acc_out1[2*acc_width-1:44]}),
      .data_out    (mac_data_out1[47:32]),
      .wt_path_out (mac_wt_out2[31:16]),
      .acc_out     (mac_acc_out2[2*acc_width-1:acc_width])
   );
   pe_16 u_MAC24 (
      .clk         (clk),
      .control     (control),
      .data_in     (mac_data_out0[63:48]),
      .wt_path_in  (mac_wt_in3[31:16]),
      .acc_in      (mac_acc_out2[2*acc_width-1:acc_width]),
      .data_out    (mac_data_out1[63:48]),
      .wt_path_out (mac_wt_out3[31:16]),
      .acc_out     (mac_acc_out3[2*acc_width-1:acc_width])
   );
   pe_16 u_MAC31 (
      .clk         (clk),
      .control     (control),
      .data_in     ({{8'b0}, mac_data_out1[15:6]}),
      .wt_path_in  (mac_wt_in0[47:32]),  
      .acc_in      ('h0),
      .data_out    (mac_data_out2[15:0]),
      .wt_path_out (mac_wt_out0[47:32]),   
      .acc_out     (mac_acc_out0[3*acc_width-1:2*acc_width])
   );
   pe_10 u_MAC32 (
      .clk         (clk),
      .control     (control),
      .data_in     (mac_data_out1[31:22]),
      .wt_path_in  (mac_wt_in1[47:38]),
      .acc_in      (mac_acc_out0[3*acc_width-1:85]),
      .data_out    (mac_data_out2[31:22]),
      .wt_path_out (mac_wt_out1[47:38]),
      .acc_out     (mac_acc_out1[3*acc_width-1:85])
   );
   pe_16 u_MAC33 (
      .clk         (clk),
      .control     (control),
      .data_in     (mac_data_out1[47:32]),
      .wt_path_in  (mac_wt_in2[47:32]),
      .acc_in      ({{12'b0},mac_acc_out1[3*acc_width-1:85]}),
      .data_out    (mac_data_out2[47:32]),
      .wt_path_out (mac_wt_out2[47:32]),
      .acc_out     (mac_acc_out2[3*acc_width-1:2*acc_width])
   );
   pe_16 u_MAC34 (
      .clk         (clk),
      .control     (control),
      .data_in     (mac_data_in0[63:48]),       
      .wt_path_in  (mac_wt_in3[47:32]),
      .acc_in      (mac_acc_out2[3*acc_width-1:2*acc_width]),
      .data_out    (mac_data_out2[63:48]),
      .wt_path_out (mac_wt_out3[47:32]),
      .acc_out     (mac_acc_out3[3*acc_width-1:2*acc_width])
   );
   pe_10 u_MAC41 (
      .clk         (clk),
      .control     (control),
      .data_in     (mac_data_out2[15:6]),
      .wt_path_in  (mac_wt_in0[63:54]),
      .acc_in      ('h0),
      .data_out    (mac_data_out3[15:6]),
      .wt_path_out (mac_wt_out0[63:54]),
      .acc_out     (mac_acc_out0[4*acc_width-1:108])
   );
   pe_10 u_MAC42 (
      .clk         (clk),
      .control     (control),
      .data_in     (mac_data_out2[31:22]),
      .wt_path_in  (mac_wt_in1[63:54]),
      .acc_in      (mac_acc_out0[4*acc_width-1:108]),
      .data_out    (mac_data_out3[31:22]),
      .wt_path_out (mac_wt_out1[63:54]),
      .acc_out     (mac_acc_out1[4*acc_width-1:108])
   );
   pe_16 u_MAC43 (
      .clk         (clk),
      .control     (control),
      .data_in     (mac_data_out2[47:32]),
      .wt_path_in  ({mac_wt_out1[63:54], {6'b0}}),   
      .acc_in      ({{12'b0},mac_acc_out1[4*acc_width-1:108]}),
      .data_out    (mac_data_out3[47:32]),
      .wt_path_out (mac_wt_out2[63:48]),
      .acc_out     (mac_acc_out2[4*acc_width-1:3*acc_width])
   );
   pe_16 u_MAC44 (
      .clk         (clk),
      .control     (control),
      .data_in     (mac_data_in1[63:48]),  
      .wt_path_in  (mac_wt_in3[63:48]),
      .acc_in      (mac_acc_out2[4*acc_width-1:3*acc_width]),
      .data_out    (mac_data_out3[63:48]),
      .wt_path_out (mac_wt_out3[63:48]),
      .acc_out     (mac_acc_out3[4*acc_width-1:3*acc_width])
   );
   always@(posedge clk) begin
      acc_out <= mac_acc_out3;
   end
endmodule
$ cat flow/run.sh
#!/bin/bash
# OpenROAD 26Q1-2900-gdf79404cd8, Yosys 0.63+post, stock flow scripts
make -C /OpenROAD-flow-scripts/flow DESIGN_CONFIG=/design/flow/config.mk WORK_HOME=/design/flow/orfs finish
==> out/metrics.csv <==
stage;metric;value;unit
finish;number of inserted filler cells in the final layout;13900;
finish;layout cells sized above 1;3.22;%
worst_setup_path;CP startpoint kind;primary input;
synth;number of enable flip-flop cells;132;
global_routing;global route hottest layer;met2;
clocking;total of hold buffers inserted after clock tree synthesis;0;
power;switching power as a share of total power;47.3;%
place;last weighted congestion value of the routability-driven placer;0.923;
route;DRT Pass-1 Iters;5;
clocking;buffer cell driving the clock tree root;sky130_fd_sc_hd__clkbuf_16;
global_routing;Tot GR Track Use;25.2;%
finish;synthesis-to-layout area growth;8.47;%
worst_setup_path;delay of the slowest critical-path stage;570;ps
finish;most instantiated logic cell after routing;sky130_fd_sc_hd__inv_1;
power;areal power density over the cells;107;mW/mm2
timing;endpoints failing setup;0;
worst_setup_path;RR Endpoint;u_MAC13.acc_out[29]$_SDFF_PP0_;
global_routing;number of global-route vias before repair;58200;
place;DP HPWL;144;mm
floorplan;core area;0.158;mm2
floorplan;die y size;401;um
clocking;number of buffers inserted to repair setup after CTS;0;
worst_setup_path;arrival time at the worst endpoint;13510;ps
floorplan;number of primary I/O pins;258;
synth;flip-flop and latch count after synthesis;646;
power;part of the total power dissipated in sequential elements;18.1;%
power;switching component of the power;4360;uW
synth;library cell with the largest summed area after synthesis;sky130_fd_sc_hd__fa_1;
clocking;CTS tree;done;
global_routing;met2 capacity usage during global routing;39.5;%
clocking;worst-case clock buffer depth;3;
hold_path;class of the tightest hold or removal check;flop to flop;
timing;Final Slew Violations;0;
global_routing;antenna violations before repair;2;
synth;post-synthesis instance area;0.0796;mm2
timing;normalized max-slew margin;40.1;%
route;total vias in the final route;55900;
worst_setup_path;library cell contributing the largest single delay on the critical path;sky130_fd_sc_hd__o41ai_1;
synth;leading post-synthesis cells by cell area;sky130_fd_sc_hd__fa_1 (30%), sky130_fd_sc_hd__ha_1 (14%), sky130_fd_sc_hd__dfxtp_1 (13%);
timing;unrepaired setup endpoints after global routing;no;
status;status;finished, final reports clean;
route;DR vias/cell;5.16;
flow_run;tool warnings;63;
synth;Area leader share;30.4;%
timing;worst-case clock skew;65.6;ps
power;Clock Power Share;14.7;%
timing;slew at the pin with the worst max-slew slack;876;ps
worst_setup_path;end of the critical path;u_MAC14.acc_out[27]$_SDFF_PP0_;
global_routing;aggregate global routing overflow;0;
global_routing;global-route wire length before repair;304;mm
power;internal power component;4870;uW
synth;number of library cell types mapped by synthesis;86;
flow_run;max-capacitance violation count;0;
clocking;CTS clk-pin slew, worst paths;70;ps
worst_setup_path;CP Class;primary input to flop;
power;worst ir drop on vdd;136;uV
synth;most common flop cell mapped by yosys;sky130_fd_sc_hd__dfxtp_1;
timing;final clock period utilization by the worst path;59.8;%
floorplan;die width;401;um
floorplan;total number of placement rows;146;
floorplan;Die Size;0.161;mm2
route;DR iter-0 viols;2244;
global_routing;met3 routing resource usage after global routing;7.57;%
power;Lkg Pwr;0.0424;uW
timing;top achievable clock speed;77.1;MHz
route;Wirelength per Cell;16.7;um
worst_setup_path;data required time at the worst endpoint;22230;ps
worst_setup_path;r2r startpoint;u_MAC13.wt_path_out[1]$_DFFE_PP_;
route;Antenna Cells;0;
route;Post-DRT Antenna Nets;0;
finish;commonest non-fill, non-tap cells in the layout;sky130_fd_sc_hd__inv_1 (1449), sky130_fd_sc_hd__fa_1 (1209), sky130_fd_sc_hd__nand2_1 (1081), sky130_fd_sc_hd__ha_1 (880), sky130_fd_sc_hd__and2_1 (794);
place;IO Port Bufs;188;
synth;count of instantiated cells in the yosys netlist;8636;
worst_setup_path;biggest fanout along the worst timing path;80;
clocking;Clock Sink Count;646;
worst_setup_path;register-to-register setup slack;12980;ps
synth;average instance area after synthesis;9.21;um2
synth;async set or reset register ratio after synthesis;0;%
worst_setup_path;Critical path origin;control;
timing;post-route worst hold slack;297;ps
global_routing;GRT met1 Usage;37.1;%
synth;area reported by Yosys stat;0.0796;mm2
worst_setup_path;Reg2Reg Depth;28;
clocking;clock buffer count from CTS;77;
clocking;number of instances resized during post-cts repair;0;
clocking;CTS H-tree depth;3;
synth;post-synthesis sequential area ratio;17.9;%
timing;Sum Neg Setup Slack;0;ps
floorplan;initial core utilization;50.3;%
timing;final tally of hold violations;0;
synth;cell count after synthesis;8636;
clocking;clock network latency to the later pin of the worst-skew pair;720;ps
place;number of placed cells counting well taps;10700;
worst_setup_path;kind of capture point of the worst setup path;flop;
finish;Finished Layout Cells;10800;
synth;Yosys warning total;40;
route;DRC violations left;0;
route;routed wire length;181;mm
power;Gate power share;67.2;%
global_routing;maximum number of pins on one net before global-route repair;134;
timing;clock period minus final worst setup slack;12970;ps
[per-stage QoR]
| step | utilization, % | total power, uW | area (um2) | setup WS [ps] |
|---|---|---|---|---|
| global route | 54.6 | 10200 | 86300 | 8010 |
| detailed placement | 52.9 | 7880 | 83600 | 7990 |
| finish | 54.6 | 9230 | 86300 | 8730 |
| CTS | 54.6 | 9320 | 86300 | 8680 |
| global placement | 52.9 | 7860 | 83600 | 8010 |
| floorplan | - | 6270 | 79700 | 9390 |
[cell families (layout without fill, tap and decap cells)]
logic type	after synthesis	count (layout)	share of synthesized area (%)
mux	6	6	0.0802
other cells	1	35	0.00471
fa+ha+maj	2089	2089	44.3
simple gates	2822	2822	17.4
flops	646	646	17.9
compound gates	899	899	7.55
buf+inv	1791	1891	8.61
xor+xnor	382	382	4.21
[state kept, by name, summed over array words and instances, names as in the netlist, 10 cells and up]
register	count
u_MAC44.acc_out	31
u_MAC23.data_out	15
u_MAC22.acc_out	19
u_MAC14.data_out	15
u_MAC11.acc_out	30
u_MAC13.wt_path_out	15
u_MAC23.acc_out	31
u_MAC24.acc_out	31
u_MAC21.acc_out	18
u_MAC14.acc_out	31
u_MAC14.mac_weight	15
u_MAC11.data_out	10
u_MAC41.acc_out	13
u_MAC33.data_out	15
u_MAC12.wt_path_out	15
u_MAC13.acc_out	31
u_MAC43.acc_out	31
u_MAC13.data_out	15
u_MAC42.acc_out	19
acc_out	93
u_MAC11.wt_path_out	15
u_MAC12.acc_out	31
[power by group through the flow]
| stage | logic [uW] | clock network, uW | registers (uW) |
|---|---|---|---|
| 6_report | 6210 | 1360 | 1670 |
| 5_1_grt | 7040 | 1440 | 1690 |
| 4_1_cts | 6240 | 1400 | 1670 |
[cell usage after synthesis, types with 17 or more instances]
cell type	instances
sky130_fd_sc_hd__and2_1	794
sky130_fd_sc_hd__xnor2_1	236
sky130_fd_sc_hd__o21bai_1	54
sky130_fd_sc_hd__edfxtp_1	132
sky130_fd_sc_hd__inv_1	1449
sky130_fd_sc_hd__dfxtp_1	514
sky130_fd_sc_hd__buf_4	35
sky130_fd_sc_hd__a21oi_1	245
sky130_fd_sc_hd__a211oi_1	44
sky130_fd_sc_hd__nand3_1	57
sky130_fd_sc_hd__o211ai_1	17
sky130_fd_sc_hd__nand2_1	1081
sky130_fd_sc_hd__o21ai_1	32
sky130_fd_sc_hd__o21ai_0	114
sky130_fd_sc_hd__and3_1	31
sky130_fd_sc_hd__nor3_1	99
sky130_fd_sc_hd__nand4_1	23
sky130_fd_sc_hd__o31ai_1	19
sky130_fd_sc_hd__nor2_1	405
sky130_fd_sc_hd__or3_1	21
sky130_fd_sc_hd__xor2_1	146
sky130_fd_sc_hd__nand2b_1	38
sky130_fd_sc_hd__clkbuf_1	301
sky130_fd_sc_hd__fa_1	1209
sky130_fd_sc_hd__ha_1	880
sky130_fd_sc_hd__o21a_1	52
sky130_fd_sc_hd__nor2b_1	206
sky130_fd_sc_hd__a31oi_1	25
sky130_fd_sc_hd__a21o_1	156
[cell type report]
cell class,instances,area (um2),area share (%)
multi-input cells,6233,58600,67.9
flip-flops and latches,646,14300,16.5
inverters,1449,5440,6.30
repair buffers,301,2750,3.18
well taps,2072,2590,3.00
clock buffers,91,2070,2.40
clock inverters,50,612,0.709
[per-layer routing]
layer	vias to the layer above	share of wire, %
li1	27000	-
met1	27200	44
met2	1482	47
met3	220	7.4
met4	2	2.1
met5	-	0.0072
[worst max-delay path, delay by kind of cell]
| family | cells | cell delay (ps) |
|---|---|---|
| AND-OR/OR-AND | 8 | 2290 |
| AND/OR/NAND/NOR | 10 | 1450 |
| buffers and inverters | 9 | 1490 |
| adder cells (fa/ha/maj) | 8 | 3720 |
| XOR/XNOR | 1 | 130 |
[worst min-delay path by stage]
| stage | from | slack (ps) | endpoint | cells after the start |
|---|---|---|---|---|
| finish | u_MAC14.acc_out[20]$_SDFF_PP0_ | 300 | acc_out[20]$_DFF_P_ | 0 |
| global route | u_MAC14.acc_out[20]$_SDFF_PP0_ | 300 | acc_out[20]$_DFF_P_ | 0 |
| CTS | u_MAC14.acc_out[20]$_SDFF_PP0_ | 290 | acc_out[20]$_DFF_P_ | 0 |
No activity file was given, so power comes from the tool's default toggle rates.

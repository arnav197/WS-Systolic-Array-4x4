==> design.v <==
`timescale 1ns / 1ns
module ws_pe4x4 #(parameter bit_width=8, acc_width=32)(
    clk,
    control,
    acc_in,     
    acc_out,    
    data_in,    
    wt_path_in,       
    data_out,
    wt_path_out 
 );
   input clk;
   input control;  
   input [acc_width-1:0] acc_in;  
   input [bit_width-1:0] data_in;   
   input [bit_width-1:0] wt_path_in;    
   output reg [acc_width-1:0] acc_out;   
   output reg [bit_width-1:0] data_out;     
   output reg [bit_width-1:0] wt_path_out;       
   reg [bit_width-1:0] mac_weight;
   always@(posedge clk) begin
      if (control) begin
         data_out    <= 'h0;
         acc_out     <= 'h0;
         mac_weight  <= wt_path_in;
         wt_path_out <= wt_path_in;
      end else begin
         data_out    <= data_in;
         acc_out     <= acc_in + data_in*mac_weight;
      end
   end
endmodule
`timescale 1ns / 1ns
module ws_top4x4#(parameter depth=4, bit_width=8, acc_width=32, size=4)
(
   clk,
   control,
   data_arr,
   wt_arr,
   acc_out
);
   input clk;
   input control; 
   input [(bit_width*depth)-1:0] data_arr;
   input [31:0] wt_arr;
   output reg [acc_width*size-1:0] acc_out;
   wire [(bit_width*depth)-1:0] mac_wt_in0, mac_wt_in1, mac_wt_in2, mac_wt_in3;
   wire [(bit_width*depth)-1:0] mac_wt_out0, mac_wt_out1, mac_wt_out2, mac_wt_out3;
   wire [(bit_width*depth)-1:0] mac_data_in0, mac_data_in1, mac_data_in2, mac_data_in3;
   wire [(bit_width*depth)-1:0] mac_data_out0, mac_data_out1, mac_data_out2, mac_data_out3;
   wire [acc_width*size-1:0] mac_acc_in0, mac_acc_in1, mac_acc_in_2, mac_acc_in3;
   wire [acc_width*size-1:0] mac_acc_out0, mac_acc_out1, mac_acc_out2, mac_acc_out3;
   assign mac_data_in0 = control ? 'h0 : data_arr;  
   assign mac_data_in1 = mac_data_out0;
   assign mac_data_in2 = mac_data_out1;
   assign mac_data_in3 = mac_data_out2;
   assign mac_wt_in0 = control ? wt_arr : 'h0;
   assign mac_wt_in1 = control ? mac_wt_out0 : 'h0;
   assign mac_wt_in2 = control ? mac_wt_out1 : 'h0;
   assign mac_wt_in3 = control ? mac_wt_out2 : 'h0;
   ws_pe4x4 u_MAC11 (
      .clk         (clk),
      .control     (control),
      .data_in     (mac_data_in0[7:0]),
      .wt_path_in  (mac_wt_in0[7:0]),
      .acc_in      ('h0),
      .data_out    (mac_data_out0[7:0]),
      .wt_path_out (mac_wt_out0[7:0]),
      .acc_out     (mac_acc_out0[acc_width-1:0])
   );
   ws_pe4x4 u_MAC12 (
      .clk         (clk),
      .control     (control),
      .data_in     (mac_data_in0[15:8]),
      .wt_path_in  (mac_wt_in1[7:0]),
      .acc_in      (mac_acc_out0[acc_width-1:0]),
      .data_out    (mac_data_out0[15:8]),
      .wt_path_out (mac_wt_out1[7:0]),
      .acc_out     (mac_acc_out1[acc_width-1:0])
   );
   ws_pe4x4 u_MAC13 (
      .clk         (clk),
      .control     (control),
      .data_in     (mac_data_in0[23:16]),
      .wt_path_in  (mac_wt_in2[7:0]),
      .acc_in      (mac_acc_out1[acc_width-1:0]),
      .data_out    (mac_data_out0[23:16]),
      .wt_path_out (mac_wt_out2[7:0]),
      .acc_out     (mac_acc_out2[acc_width-1:0])
   );
   ws_pe4x4 u_MAC14 (
      .clk         (clk),
      .control     (control),
      .data_in     (mac_data_in0[31:24]),
      .wt_path_in  (mac_wt_in3[7:0]),
      .acc_in      (mac_acc_out2[acc_width-1:0]),
      .data_out    (mac_data_out0[31:24]),
      .wt_path_out (mac_wt_out3[7:0]),
      .acc_out     (mac_acc_out3[acc_width-1:0])
   );
   ws_pe4x4 u_MAC21 (
      .clk         (clk),
      .control     (control),
      .data_in     (mac_data_out0[7:0]),
      .wt_path_in  (mac_wt_in0[15:8]),
      .acc_in      ('h0),
      .data_out    (mac_data_out1[7:0]),
      .wt_path_out (mac_wt_out0[15:8]),
      .acc_out     (mac_acc_out0[2*acc_width-1:acc_width])
   );
   ws_pe4x4 u_MAC22 (
      .clk         (clk),
      .control     (control),
      .data_in     (mac_data_out0[15:8]),
      .wt_path_in  (mac_wt_in1[15:8]),
      .acc_in      (mac_acc_out0[2*acc_width-1:acc_width]),
      .data_out    (mac_data_out1[15:8]),
      .wt_path_out (mac_wt_out1[15:8]),
      .acc_out     (mac_acc_out1[2*acc_width-1:acc_width])
   );
   ws_pe4x4 u_MAC23 (
      .clk         (clk),
      .control     (control),
      .data_in     (mac_data_out0[23:16]),
      .wt_path_in  (mac_wt_in2[15:8]),
      .acc_in      (mac_acc_out1[2*acc_width-1:acc_width]),
      .data_out    (mac_data_out1[23:16]),
      .wt_path_out (mac_wt_out2[15:8]),
      .acc_out     (mac_acc_out2[2*acc_width-1:acc_width])
   );
   ws_pe4x4 u_MAC24 (
      .clk         (clk),
      .control     (control),
      .data_in     (mac_data_out0[31:24]),
      .wt_path_in  (mac_wt_in3[15:8]),
      .acc_in      (mac_acc_out2[2*acc_width-1:acc_width]),
      .data_out    (mac_data_out1[31:24]),
      .wt_path_out (mac_wt_out3[15:8]),
      .acc_out     (mac_acc_out3[2*acc_width-1:acc_width])
   );
   ws_pe4x4 u_MAC31 (
      .clk         (clk),
      .control     (control),
      .data_in     (mac_data_out1[7:0]),
      .wt_path_in  (mac_wt_in0[23:16]),
      .acc_in      ('h0),
      .data_out    (mac_data_out2[7:0]),
      .wt_path_out (mac_wt_out0[23:16]),
      .acc_out     (mac_acc_out0[3*acc_width-1:2*acc_width])
   );
   ws_pe4x4 u_MAC32 (
      .clk         (clk),
      .control     (control),
      .data_in     (mac_data_out1[15:8]),
      .wt_path_in  (mac_wt_in1[23:16]),
      .acc_in      (mac_acc_out0[3*acc_width-1:2*acc_width]),
      .data_out    (mac_data_out2[15:8]),
      .wt_path_out (mac_wt_out1[23:16]),
      .acc_out     (mac_acc_out1[3*acc_width-1:2*acc_width])
   );
   ws_pe4x4 u_MAC33 (
      .clk         (clk),
      .control     (control),
      .data_in     (mac_data_out1[23:16]),
      .wt_path_in  (mac_wt_in2[23:16]),
      .acc_in      (mac_acc_out1[3*acc_width-1:2*acc_width]),
      .data_out    (mac_data_out2[23:16]),
      .wt_path_out (mac_wt_out2[23:16]),
      .acc_out     (mac_acc_out2[3*acc_width-1:2*acc_width])
   );
   ws_pe4x4 u_MAC34 (
      .clk         (clk),
      .control     (control),
      .data_in     (mac_data_in0[31:24]),       
      .wt_path_in  (mac_wt_in3[23:16]),
      .acc_in      (mac_acc_out2[3*acc_width-1:2*acc_width]),
      .data_out    (mac_data_out2[31:24]),
      .wt_path_out (mac_wt_out3[23:16]),
      .acc_out     (mac_acc_out3[3*acc_width-1:2*acc_width])
   );
   ws_pe4x4 u_MAC41 (
      .clk         (clk),
      .control     (control),
      .data_in     (mac_data_out2[7:0]),
      .wt_path_in  (mac_wt_in0[31:24]),
      .acc_in      ('h0),
      .data_out    (mac_data_out3[7:0]),
      .wt_path_out (mac_wt_out0[31:24]),
      .acc_out     (mac_acc_out0[4*acc_width-1:3*acc_width])
   );
   ws_pe4x4 u_MAC42 (
      .clk         (clk),
      .control     (control),
      .data_in     (mac_data_out2[15:8]),
      .wt_path_in  (mac_wt_in1[31:24]),
      .acc_in      (mac_acc_out0[4*acc_width-1:3*acc_width]),
      .data_out    (mac_data_out3[15:8]),
      .wt_path_out (mac_wt_out1[31:24]),
      .acc_out     (mac_acc_out1[4*acc_width-1:3*acc_width])
   );
   ws_pe4x4 u_MAC43 (
      .clk         (clk),
      .control     (control),
      .data_in     (mac_data_out2[23:16]),
      .wt_path_in  (mac_wt_in2[31:24]),
      .acc_in      (mac_acc_out1[4*acc_width-1:3*acc_width]),
      .data_out    (mac_data_out3[23:16]),
      .wt_path_out (mac_wt_out2[31:24]),
      .acc_out     (mac_acc_out2[4*acc_width-1:3*acc_width])
   );
   ws_pe4x4 u_MAC44 (
      .clk         (clk),
      .control     (control),
      .data_in     (mac_data_in1[31:24]),  
      .wt_path_in  (mac_wt_in3[31:24]),
      .acc_in      (mac_acc_out2[4*acc_width-1:3*acc_width]),
      .data_out    (mac_data_out1[31:24]),
      .wt_path_out (mac_wt_out3[31:24]),
      .acc_out     (mac_acc_out3[4*acc_width-1:3*acc_width])
   );
   always@(posedge clk) begin
      acc_out <= mac_acc_out3;
   end
endmodule
==> run.sh <==
#!/bin/bash
# OpenROAD 26Q1-2900-gdf79404cd8, Yosys 0.63+post, stock flow scripts
make -C /OpenROAD-flow-scripts/flow DESIGN_CONFIG=/design/flow/config.mk WORK_HOME=/design/flow/orfs finish
==> config.mk <==
export PLATFORM = sky130hd
export DESIGN_NAME = ws_top4x4
export DESIGN_NICKNAME = ws_top4x4
export VERILOG_FILES = /design/flow/design.v
export SDC_FILE = /design/flow/constraint.sdc
export NUM_CORES = 4
export LEC_CHECK = 1
export CORE_UTILIZATION = 30
==> constraint.sdc <==
current_design ws_top4x4

set clk_period 10.9
set clk_io_pct 0.2

create_clock -name clk0 -period $clk_period [get_ports {clk}]

set non_clock_inputs [all_inputs -no_clocks]
set_input_delay [expr $clk_period * $clk_io_pct] -clock clk0 $non_clock_inputs
set_output_delay [expr $clk_period * $clk_io_pct] -clock clk0 [all_outputs]
==> deck_impl_summary.md <==
Implementation Results

Global routing
  • Total track usage: between 10 and 15%
  • Largest net degree at the start of global routing: around 120
  • Vias in the first global route: 39,970
  • GR Overflow Total: 0
  • First-pass GRT wire length: 210 mm
  • Initial antenna violation count: 4

Logic synthesis
  • Yosys top cell area share: about a fifth
  • Yosys reg bits: 564
  • Largest cells by area: fa_1, ha_1, dfxtp_1
  • Post-synth top cells: inv_1, ha_1, and2_1
  • Register share after synthesis: approximately 22%
  • Dominant register cell: dfxtp_1
  • Mapped Cells: 6,026
  • Synth area leader: fa_1
  • YS chip area: 0.0561 mm²
  • Cell Type Count: 77
  • Post-synth EDFFs: 128
  • Count leader, synth: inv_1
  • Ys async rst share: 0%
  • Yosys warns: 2
  • Syn avg cell area: 9.31 µm²
  • Yosys cell count: 6,026
  • Cell Area, Synth: between 0.05 and 0.06 mm²

Power
  • Internal power: 5.66 mW
  • LEAKAGE: 30.6 nW
  • Clock share of power: between 20 and 30%
  • Worst vdd ir: 0.000114 V
  • Comb pwr share: 44.1%
  • Power density over the cells: 147 mW/mm²
  • P_sw: 3.57 mW
  • Sequential power share: 30.1%
  • Switching Fraction: between 30% and 40%

Die
  • Initial core utilization: 30.2%
  • Die ar.: 0.189 mm²
  • Core area: about 0.19 mm²
  • Die width: around 430 µm
  • Chip Height: 435 µm
  • FP Rows: 158
  • Ports: 194

Critical path
  • CP endpoint kind: flop
  • Crit Path Max Fanout: 58
  • Slowest cell on crit path: fa_1
  • Critical Path Max Stage Delay: 0.49 ns
  • Setup CP Type: primary input to flop
  • Depth of the worst register-to-register path: 22
  • Worst EP arrival: 8.40 ns
  • CP most frequent cell: fa_1
  • CP required: 11.44 ns
  • Worst setup SP type: primary input

Timing
  • Worst Slack Setup Final: 3.04 ns
  • Fin crit period: 7.86 ns
  • Setup Viol. Count Final: 0
  • Peak Freq: 127 MHz
  • Slew Limit Fails: 0
  • Period utilization: 72.1%
  • Worst-Margin Slew: between 0.8 and 0.9 ns
  • TNS Setup: 0 ns
  • Hold WS: 0.318 ns
  • Hold Vio Cnt, Final: 0
  • Unrepaired setup endpoints after global routing: no
  • Skew final: 0.0367 ns
  • Worst slew margin: a little over two fifths

Routing
  • WL/cell: 14.7 µm
  • Routed vias/inst: 4.61
  • Routed WL: 127 mm
  • Final antenna-violating net count: 0
  • Met3 wire len: 5.97 mm
  • Drt drc: 0
  • WL met2: 57.5 mm
  • Highest metal used: met5
  • Met1 WL: 60.0 mm
  • Diodes inserted: 0
  • Initial DRC count: roughly 1,800
  • Via count: 40,046
  • Pre-Repair DR Iteration Count: 5

Layout
  • Share of layout cells above drive strength 1: about 3.2%
  • Register area: 0.0126 mm²
  • Filler Cell Count: 18,573
  • Gate Area: 0.0397 mm²
  • Syn-to-layout area delta: 11.6%
  • Post-Layout Inst Area: 0.0626 mm²

Clock network
  • CTS buffer count: 68
  • Clock transition at path regs: 0.07 ns
  • Hold buffers post-CTS: 0
  • Post_cts resized: 0
  • Late-Pin Clk Latency: 0.68 ns
  • CTS tree: built
  • Root Driver: clkbuf_16
  • # Post-CTS Setup Buffers: 0
  • H-tree lvl count: 3
  • Clk sink count: 564
  • Clk buf depth: 3

Run status
  • Status: complete, no violations

Hold path
  • Hold Path Depth: 0
  • Hold/Removal Path Class: flop to flop

Place
  • Gpl congestion: about 0.90
  • Post-place setup slack: 2.28 ns
  • Post-detail-place hpwl: 103 mm
  • PortBufs: 141
  • Post-Place Cell Area: 0.0603 mm²

Flow run
  • Max-cap viol count: 0
  • OpenROAD warning count: 31
area by class of cell:
cell class                 count  share of cell area [%]
multi-input combinational   4497                    63.4
sequential                   564                    20.1
inverter                     845                    5.06
tap                         2480                    4.95
clock buffer                  85                    3.10
timing repair buffer         175                    2.71
clock inverter                41                   0.655
cells by family after synthesis:
kind of cell	count (synthesis)	share of synthesized area (%)
DFF	564	22.4
xor gates and xnor gates	286	4.46
and+or+nand+nor	1949	17.8
AOI/OAI and AO/OA	842	9.85
other	1	0.00668
muxes	10	0.194
buffers and inverters	1016	7.15
adders and majority gates	1358	38.1
sequential cells by signal, indices dropped and copies added, names as in the netlist, 16 cells and up:
register and count:
u_MAC24.acc_out 19, u_MAC31.acc_out 16, u_MAC22.acc_out 17, u_MAC12.acc_out 17, u_MAC11.acc_out 16, u_MAC14.acc_out 19
u_MAC32.acc_out 17, acc_out 76, u_MAC13.acc_out 18, u_MAC34.acc_out 19, u_MAC42.acc_out 17, u_MAC33.acc_out 18
u_MAC41.acc_out 16, u_MAC44.acc_out 19, u_MAC43.acc_out 18, u_MAC23.acc_out 18, u_MAC21.acc_out 16
metrics by stage:
| stage | cells | utilization, % | power (mW) |
|---|---|---|---|
| after floorplan | 6077 | - | 5.73 |
| after global placement | 8561 | 32.5 | 6.89 |
| after CTS | 8687 | 33.7 | 9.36 |
| final | 8687 | 33.7 | 9.23 |
| after detailed placement | 8561 | 32.5 | 6.88 |
| after global routing | 8687 | 33.7 | 10.0 |
cell usage in the layout (no fill, tap or decap), types with 36 or more instances in the layout:
cell type,netlist,layout
o21bai_1,38,38
nor3_1,69,69
clkdlybuf4s50_1,0,140
nor2b_1,160,160
ha_1,770,770
fa_1,588,588
clkbuf_16,0,74
nor2_1,349,349
xnor2_1,168,168
o21ai_0,135,135
a31oi_1,36,36
xor2_1,118,118
nand3_1,53,53
and2_1,648,648
a21o_1,131,131
inv_1,844,844
edfxtp_1,128,128
o21a_1,43,43
a21oi_1,243,243
dfxtp_1,436,436
nand2_1,506,506
conb_1,1,52
power groups by stage:
stage / sequential, mW / combinational, mW / clock (mW)
4_1_cts: 2.78 / 4.10 / 2.48
5_1_grt: 2.82 / 4.64 / 2.55
6_report: 2.78 / 4.08 / 2.38
critical path, delay by kind of cell:
kind,cells,cell delay [ns]
xor gates and xnor gates,2,0.47
adders and majority gates,6,2.56
and+or+nand+nor,3,0.35
AOI/OAI and AO/OA,10,2.06
buffers and inverters,4,0.71
routing by layer:
layer / global-route usage (%) / vias to the layer above
li1: - / 19863
met1: 21.3 / 19259
met2: 22.3 / 785
met3: 2.57 / 137
met4: 3.56 / 2
met5: 0 / -
final timing paths:
| kind | start | end | slack, ns |
|---|---|---|---|
| max | control | u_MAC14.acc_out[16] | 3.04 |
| min | u_MAC34.acc_out[0] | acc_out[64] | 0.32 |
| max reg2reg | u_MAC14.data_out[2] | u_MAC44.acc_out[17] | 4.45 |
| min reg2reg | u_MAC34.acc_out[0] | acc_out[64] | 0.32 |
Power figures rest on the tool's default switching activity, not on a simulated workload.

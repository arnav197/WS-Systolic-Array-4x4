==> ./config.mk <==
export PLATFORM = sky130hd
export DESIGN_NAME = top_fp4x4
export DESIGN_NICKNAME = top_fp4x4
export VERILOG_FILES = /design/flow/design.v
export SDC_FILE = /design/flow/constraint.sdc
export NUM_CORES = 4
export LEC_CHECK = 1
export CORE_UTILIZATION = 40
==> ./constraint.sdc <==
current_design top_fp4x4

set clk_period 13.2
set clk_io_pct 0.2

create_clock -name clk0 -period $clk_period [get_ports {clk}]

set non_clock_inputs [all_inputs -no_clocks]
set_input_delay [expr $clk_period * $clk_io_pct] -clock clk0 $non_clock_inputs
set_output_delay [expr $clk_period * $clk_io_pct] -clock clk0 [all_outputs]
==> ./design.v <==
`timescale 1ns / 1ps
`timescale 1ns / 1ns
module pe_fp4x4 #(parameter bit_width=8, acc_width=32)(
    clk,
    control,
    acc_in,     
    acc_out,    
    data_in,    
    wt_path_in,       
    data_out,
    wt_path_out 
 );
   input clk;
   input control;  
   input [acc_width-1:0] acc_in;  
   input [bit_width-1:0] data_in;   
   input [bit_width-1:0] wt_path_in;    
   output reg [acc_width-1:0] acc_out;   
   output reg [bit_width-1:0] data_out;     
   output reg [bit_width-1:0] wt_path_out;       
   reg [bit_width-1:0] mac_weight;
   wire [acc_width-1:0] mult;
   wire [acc_width-1:0] accum_out;
   fp_mul inst_mul (.a({{8'b0},data_in}), .b({{8'b0},mac_weight}), .result(mult));
   fp_add inst_add (.a(acc_in), .b(mult), .c(accum_out));
   always@(posedge clk) begin
      if (control) begin
         data_out    <= 'h0;
         acc_out     <= 'h0;
         mac_weight  <= wt_path_in;
         wt_path_out <= wt_path_in;
      end else begin
         data_out    <= data_in;
         acc_out     <= accum_out;
      end
   end
endmodule
`timescale 1ns / 1ps
`timescale 1ns / 1ns
module top_fp4x4#(parameter depth=4, bit_width=8, acc_width=32, size=4)
(
   clk,
   control,
   data_arr,
   wt_arr,
   acc_out
);
   input clk;
   input control; 
   input [(bit_width*depth)-1:0] data_arr;
   input [31:0] wt_arr;
   output reg [acc_width*size-1:0] acc_out;
   wire [(bit_width*depth)-1:0] mac_wt_in0, mac_wt_in1, mac_wt_in2, mac_wt_in3;
   wire [(bit_width*depth)-1:0] mac_wt_out0, mac_wt_out1, mac_wt_out2, mac_wt_out3;
   wire [(bit_width*depth)-1:0] mac_data_in0, mac_data_in1, mac_data_in2, mac_data_in3;
   wire [(bit_width*depth)-1:0] mac_data_out0, mac_data_out1, mac_data_out2, mac_data_out3;
   wire [acc_width*size-1:0] mac_acc_in0, mac_acc_in1, mac_acc_in_2, mac_acc_in3;
   wire [acc_width*size-1:0] mac_acc_out0, mac_acc_out1, mac_acc_out2, mac_acc_out3;
   assign mac_data_in0 = control ? 'h0 : data_arr;  
   assign mac_data_in1 = mac_data_out0;
   assign mac_data_in2 = mac_data_out1;
   assign mac_data_in3 = mac_data_out2;
   assign mac_wt_in0 = control ? wt_arr : 'h0;
   assign mac_wt_in1 = control ? mac_wt_out0 : 'h0;
   assign mac_wt_in2 = control ? mac_wt_out1 : 'h0;
   assign mac_wt_in3 = control ? mac_wt_out2 : 'h0;
   pe_fp4x4 u_MAC11 (
      .clk         (clk),
      .control     (control),
      .data_in     (mac_data_in0[7:0]),
      .wt_path_in  (mac_wt_in0[7:0]),
      .acc_in      ('h0),
      .data_out    (mac_data_out0[7:0]),
      .wt_path_out (mac_wt_out0[7:0]),
      .acc_out     (mac_acc_out0[acc_width-1:0])
   );
   pe_fp4x4 u_MAC12 (
      .clk         (clk),
      .control     (control),
      .data_in     (mac_data_in0[15:8]),
      .wt_path_in  (mac_wt_in1[7:0]),
      .acc_in      (mac_acc_out0[acc_width-1:0]),
      .data_out    (mac_data_out0[15:8]),
      .wt_path_out (mac_wt_out1[7:0]),
      .acc_out     (mac_acc_out1[acc_width-1:0])
   );
   pe_fp4x4 u_MAC13 (
      .clk         (clk),
      .control     (control),
      .data_in     (mac_data_in0[23:16]),
      .wt_path_in  (mac_wt_in2[7:0]),
      .acc_in      (mac_acc_out1[acc_width-1:0]),
      .data_out    (mac_data_out0[23:16]),
      .wt_path_out (mac_wt_out2[7:0]),
      .acc_out     (mac_acc_out2[acc_width-1:0])
   );
   pe_fp4x4 u_MAC14 (
      .clk         (clk),
      .control     (control),
      .data_in     (mac_data_in0[31:24]),
      .wt_path_in  (mac_wt_in3[7:0]),
      .acc_in      (mac_acc_out2[acc_width-1:0]),
      .data_out    (mac_data_out0[31:24]),
      .wt_path_out (mac_wt_out3[7:0]),
      .acc_out     (mac_acc_out3[acc_width-1:0])
   );
   pe_fp4x4 u_MAC21 (
      .clk         (clk),
      .control     (control),
      .data_in     (mac_data_out0[7:0]),
      .wt_path_in  (mac_wt_in0[15:8]),
      .acc_in      ('h0),
      .data_out    (mac_data_out1[7:0]),
      .wt_path_out (mac_wt_out0[15:8]),
      .acc_out     (mac_acc_out0[2*acc_width-1:acc_width])
   );
   pe_fp4x4 u_MAC22 (
      .clk         (clk),
      .control     (control),
      .data_in     (mac_data_out0[15:8]),
      .wt_path_in  (mac_wt_in1[15:8]),
      .acc_in      (mac_acc_out0[2*acc_width-1:acc_width]),
      .data_out    (mac_data_out1[15:8]),
      .wt_path_out (mac_wt_out1[15:8]),
      .acc_out     (mac_acc_out1[2*acc_width-1:acc_width])
   );
   pe_fp4x4 u_MAC23 (
      .clk         (clk),
      .control     (control),
      .data_in     (mac_data_out0[23:16]),
      .wt_path_in  (mac_wt_in2[15:8]),
      .acc_in      (mac_acc_out1[2*acc_width-1:acc_width]),
      .data_out    (mac_data_out1[23:16]),
      .wt_path_out (mac_wt_out2[15:8]),
      .acc_out     (mac_acc_out2[2*acc_width-1:acc_width])
   );
   pe_fp4x4 u_MAC24 (
      .clk         (clk),
      .control     (control),
      .data_in     (mac_data_out0[31:24]),
      .wt_path_in  (mac_wt_in3[15:8]),
      .acc_in      (mac_acc_out2[2*acc_width-1:acc_width]),
      .data_out    (mac_data_out1[31:24]),
      .wt_path_out (mac_wt_out3[15:8]),
      .acc_out     (mac_acc_out3[2*acc_width-1:acc_width])
   );
   pe_fp4x4 u_MAC31 (
      .clk         (clk),
      .control     (control),
      .data_in     (mac_data_out1[7:0]),
      .wt_path_in  (mac_wt_in0[23:16]),
      .acc_in      ('h0),
      .data_out    (mac_data_out2[7:0]),
      .wt_path_out (mac_wt_out0[23:16]),
      .acc_out     (mac_acc_out0[3*acc_width-1:2*acc_width])
   );
   pe_fp4x4 u_MAC32 (
      .clk         (clk),
      .control     (control),
      .data_in     (mac_data_out1[15:8]),
      .wt_path_in  (mac_wt_in1[23:16]),
      .acc_in      (mac_acc_out0[3*acc_width-1:2*acc_width]),
      .data_out    (mac_data_out2[15:8]),
      .wt_path_out (mac_wt_out1[23:16]),
      .acc_out     (mac_acc_out1[3*acc_width-1:2*acc_width])
   );
   pe_fp4x4 u_MAC33 (
      .clk         (clk),
      .control     (control),
      .data_in     (mac_data_out1[23:16]),
      .wt_path_in  (mac_wt_in2[23:16]),
      .acc_in      (mac_acc_out1[3*acc_width-1:2*acc_width]),
      .data_out    (mac_data_out2[23:16]),
      .wt_path_out (mac_wt_out2[23:16]),
      .acc_out     (mac_acc_out2[3*acc_width-1:2*acc_width])
   );
   pe_fp4x4 u_MAC34 (
      .clk         (clk),
      .control     (control),
      .data_in     (mac_data_in0[31:24]),       
      .wt_path_in  (mac_wt_in3[23:16]),
      .acc_in      (mac_acc_out2[3*acc_width-1:2*acc_width]),
      .data_out    (mac_data_out2[31:24]),
      .wt_path_out (mac_wt_out3[23:16]),
      .acc_out     (mac_acc_out3[3*acc_width-1:2*acc_width])
   );
   pe_fp4x4 u_MAC41 (
      .clk         (clk),
      .control     (control),
      .data_in     (mac_data_out2[7:0]),
      .wt_path_in  (mac_wt_in0[31:24]),
      .acc_in      ('h0),
      .data_out    (mac_data_out3[7:0]),
      .wt_path_out (mac_wt_out0[31:24]),
      .acc_out     (mac_acc_out0[4*acc_width-1:3*acc_width])
   );
   pe_fp4x4 u_MAC42 (
      .clk         (clk),
      .control     (control),
      .data_in     (mac_data_out2[15:8]),
      .wt_path_in  (mac_wt_in1[31:24]),
      .acc_in      (mac_acc_out0[4*acc_width-1:3*acc_width]),
      .data_out    (mac_data_out3[15:8]),
      .wt_path_out (mac_wt_out1[31:24]),
      .acc_out     (mac_acc_out1[4*acc_width-1:3*acc_width])
   );
   pe_fp4x4 u_MAC43 (
      .clk         (clk),
      .control     (control),
      .data_in     (mac_data_out2[23:16]),
      .wt_path_in  (mac_wt_in2[31:24]),
      .acc_in      (mac_acc_out1[4*acc_width-1:3*acc_width]),
      .data_out    (mac_data_out3[23:16]),
      .wt_path_out (mac_wt_out2[31:24]),
      .acc_out     (mac_acc_out2[4*acc_width-1:3*acc_width])
   );
   pe_fp4x4 u_MAC44 (
      .clk         (clk),
      .control     (control),
      .data_in     (mac_data_in1[31:24]),  
      .wt_path_in  (mac_wt_in3[31:24]),
      .acc_in      (mac_acc_out2[4*acc_width-1:3*acc_width]),
      .data_out    (mac_data_out1[31:24]),
      .wt_path_out (mac_wt_out3[31:24]),
      .acc_out     (mac_acc_out3[4*acc_width-1:3*acc_width])
   );
   always@(posedge clk) begin
      acc_out <= mac_acc_out3;
   end
endmodule
module fp_add #(
	parameter Q = 16,
	parameter N = 32
	)
	(
    input [N-1:0] a,
    input [N-1:0] b,
    output [N-1:0] c
    );
reg [N-1:0] res;
assign c = res;
always @(a,b) begin
	if(a[N-1] == b[N-1]) begin						
		res[N-2:0] = a[N-2:0] + b[N-2:0];	
		res[N-1] = a[N-1];						
		end												
	else if(a[N-1] == 0 && b[N-1] == 1) begin		
		if( a[N-2:0] > b[N-2:0] ) begin					
			res[N-2:0] = a[N-2:0] - b[N-2:0];			
			res[N-1] = 0;									
			end
		else begin											
			res[N-2:0] = b[N-2:0] - a[N-2:0];			
			if (res[N-2:0] == 0)
				res[N-1] = 0;										
			else
				res[N-1] = 1;									
			end
		end
	else begin											
		if( a[N-2:0] > b[N-2:0] ) begin				
			res[N-2:0] = a[N-2:0] - b[N-2:0];
			if (res[N-2:0] == 0)
				res[N-1] = 0;	
			else
				res[N-1] = 1;
			end
		else begin
			res[N-2:0] = b[N-2:0] - a[N-2:0];
			res[N-1] = 0;
			end
		end
	end
endmodule
`timescale 1ns / 1ps
module fp_mul #(parameter Q = 8,parameter N = 16)
	(
	 input [N-1:0]	a,
	 input [N-1:0]	b,
	 output [2*N-1:0] result
	 );
    reg [2*N-1:0] temp;   
    assign result = temp;   
    always @(a, b) begin
        temp <= a[N-2:0] * b[N-2:0];  
    end
endmodule
==> ./run.sh <==
#!/bin/bash
# OpenROAD 26Q1-2900-gdf79404cd8, Yosys 0.63+post, stock flow scripts
make -C /OpenROAD-flow-scripts/flow DESIGN_CONFIG=/design/flow/config.mk WORK_HOME=/design/flow/orfs finish
==> out/qor.yml <==
outcome:
  run_status: "complete, no violations"
power_and_ir_drop:
  power_frac_clock: 0.272
  p_seq_frac: 0.295
  switching_power_mw: 2.97
  p_sw_frac: 0.386
  power.internal_mw: 4.73
  power_density_mw_per_mm2: 123
  power_mw: 7.70
  pwr-share-comb: 0.434
  peakVddDrop_mv: 0.0849
  leakagePower_nw: 30.5
layout:
  final_area_mm2: 0.0624
  final_core_util: 0.446
  syn_to_final_growth_pct: 10.3
  fillers: 13300
  drive_gt1_frac: 0.0354
synthesis:
  synth_seq_share: 0.222
  yosysWarnings: 4
  dominantRegCellSynth: "dfxtp_1"
  synth_stat.cells: 6097
  top_cell: "inv_1"
  ys_seq_elements: 564
  ys_top_cells_by_count: "inv_1 (849), ha_1 (770), and2_1 (660)"
  topCellsByArea: "fa_1 (21%), ha_1 (17%), dfxtp_1 (15%), and2_1 (7.3%), edfxtp_1 (6.8%)"
  async_reset_ff_frac: 0
  largest_area_cell: "fa_1"
  netlist_instances: 6097
  synth_area_mm2: 0.0566
  ys_area_mm2: 0.0566
  edf_count: 128
  syn_avg_cell_area_um2: 9.28
  ys_types: 82
  top_cell_area_share: 0.208
routing:
  drt_iter0_markers: 1903
  diodes: 0
  drtAntennaViolNets: 0
  viasPerCell: 4.93
  firstDrtPassIters: 5
  drc: 0
  num_vias: 40200
  wire_per_inst_um: 15.1
  drt-total-wl_um: 123000
clock_tree:
  worstSkewPairLatency_ns: 0.67
  clock_path_buffers: 3
  cts_resized: 0
  path_clk_slew_ns: 0.06
  cts_hold_buf: 0
  cts_buffers: 74
  cts_sinks: 564
  htreeDepth: 3
  clock-root-buffer: "clkbuf_16"
  postCtsSetupBuffers: 0
  cts_tree: "done"
timing:
  clock.fmax_mhz: 114
  slew_violations: 0
  fin_hold_ws_ns: 0.313
  setup_viol: 0
  post-route-min-period_ns: 8.73
  finalCritPeriodShare: 0.662
  hold_viol_final: 0
  slew_headroom: 0.386
  rsz0062_at_grt: "false"
  tns_ns: 0
  skew_ns: 0.0303
  tightest_slew_ns: 0.898
job:
  maxCapViolCount: 0
  warning_count: 27
setup_path:
  critPathCaptureType: "register"
  crit_family: "adder cells"
  critPathLaunchType: "input port"
  startpoint: "control"
  arrival_ns: 9.27
  regToRegSetupSlack_ns: 6.60
  critical_path_class: "input port to register"
  crit_path_top_delay_cell: "buf_4"
  critPathBufInv: 6
  crit-reg2reg-launch: "u_MAC33.wt_path_out[2]$_DFFE_PP_"
  r2r_cells: 19
  path_depth: 25
  cp-endpoint: "u_MAC12.acc_out[15]$_SDFF_PP0_"
  crit_required_ns: 13.74
  r2r_end: "u_MAC33.acc_out[14]$_SDFF_PP0_"
  path_max_fanout: 63
  max_stage_delay_ns: 0.65
global_routing:
  grt_pass1_vias: 40200
  grt_max_degree: 64
  antenna_found_initial: 3
  grt.overflow.total: 0
  track_usage: 0.185
  grt_pass1_wl_um: 207000
floorplanning:
  fp_util: 0.404
  die_h_um: 378
  core_mm2: 0.140
  die_w_um: 378
  ios: 194
  fp-row-count: 137
  chipArea_mm2: 0.143
place:
  place_area_mm2: 0.0598
  port-buffer-count: 141
  gp_congestion: 0.909
  dp_hpwl_um: 99200
min_path:
  worst_hold_path_type: "register to register"
power by group through the flow:
stage / Sequential, mW / Combinational (mW) / Clock [mW]
4_1_cts: 2.27 / 3.36 / 2.17
5_1_grt: 2.30 / 3.79 / 2.23
6_report: 2.27 / 3.34 / 2.09
routing by layer:
metal | part of all wire | vias to the layer above | GRT usage
li1 | - | 20100 | -
met1 | 0.49 | 19200 | 0.290
met2 | 0.44 | 741 | 0.276
met3 | 0.058 | 127 | 0.0440
met4 | 0.016 | 2 | 0.0259
met5 | 0.00011 | - | 0
per-stage QoR:
step,worst slack (ns),instances
6_report,4.47,8148
5_1_grt,4.08,8148
4_1_cts,4.47,8148
3_5_place_dp,3.74,8014
3_3_place_gp,3.73,8014
2_1_floorplan,4.67,6148
sequential cells by signal (all words and copies together) (netlist names), 18 cells and up:
name             cells
u_MAC24.acc_out     19
acc_out             76
u_MAC13.acc_out     18
u_MAC43.acc_out     18
u_MAC44.acc_out     19
u_MAC23.acc_out     18
u_MAC34.acc_out     19
u_MAC33.acc_out     18
u_MAC14.acc_out     19
worst reg2reg max path, cell delays in order (launching register included):
cell and delay (ns):
edfxtp_1 0.57, and2_1 0.27, fa_1 0.53, inv_1 0.05, fa_1 0.53, inv_1 0.05
fa_1 0.50, fa_1 0.42, ha_1 0.33, o21a_1 0.23, a2111oi_0 0.79, nor3_1 0.13
xnor2_1 0.17, ha_1 0.36, a21oi_1 0.31, o211ai_1 0.15, a31oi_1 0.17, o21ai_0 0.15
nor4bb_1 0.17, or4_1 0.61
area by class of cell:
cell class	count	area, µm²	area share
sequential	564	12600	0.202
clock inverter	39	428	0.00686
inverter	849	3190	0.0511
tap	1876	2350	0.0376
timing repair buffer	168	1620	0.0260
clock buffer	95	2120	0.0339
multi-input combinational	4557	40100	0.643
kinds of logic (layout without fill, tap and decap cells):
group	count (synthesis)	count (layout)	share of synthesized area
simple gates	1931	1931	0.174
mux	28	28	0.00555
fa+ha+maj	1358	1358	0.378
flops	564	564	0.222
other cells	1	52	0.0000663
xor+xnor	284	284	0.0440
compound gates	904	904	0.103
buf+inv	1027	1151	0.0720
worst min path at each step:
stage                             startpoint                   to  slack [ns]  cells after the start
CTS           u_MAC24.acc_out[10]$_SDFF_PP0_  acc_out[42]$_DFF_P_        0.31                      0
global route  u_MAC24.acc_out[14]$_SDFF_PP0_  acc_out[46]$_DFF_P_        0.32                      0
finish        u_MAC24.acc_out[10]$_SDFF_PP0_  acc_out[42]$_DFF_P_        0.31                      0
layout by cell type (no fill, tap or decap), types with 10 or more instances in the layout:
cell type / netlist / final
a211oi_1: 75 / 75
a21boi_0: 11 / 11
a21o_1: 100 / 100
a21oi_1: 244 / 244
a31o_2: 16 / 16
a31oi_1: 35 / 35
and2_1: 660 / 660
and3_1: 12 / 12
buf_4: 52 / 27
clkbuf_16: 0 / 78
clkbuf_8: 0 / 10
clkdlybuf4s50_1: 0 / 140
conb_1: 1 / 52
dfxtp_1: 436 / 436
edfxtp_1: 128 / 128
fa_1: 588 / 588
ha_1: 770 / 770
inv_1: 849 / 849
mux2_2: 23 / 23
nand2_1: 502 / 502
nand2b_1: 16 / 16
nand3_1: 51 / 51
nand4_1: 29 / 29
nor2_1: 348 / 348
nor2b_1: 165 / 165
nor3_1: 74 / 74
nor3b_1: 12 / 12
nor4_1: 10 / 10
o211ai_1: 16 / 16
o21a_1: 71 / 71
o21ai_0: 178 / 178
o21bai_1: 36 / 36
o22ai_1: 11 / 11
o31ai_1: 16 / 16
or2_2: 15 / 15
or3_1: 14 / 14
xnor2_1: 189 / 189
xor2_1: 95 / 95
Power is estimated from default activity; no workload was simulated.
